File: flow/config.mk
export PLATFORM = sky130hd
export DESIGN_NAME = updown
export DESIGN_NICKNAME = updown
export VERILOG_FILES = /design/flow/design.v
export SDC_FILE = /design/flow/constraint.sdc
export NUM_CORES = 4
export LEC_CHECK = 1
export CORE_AREA = 10 10 70 70
export DIE_AREA = 0 0 80 80
File: flow/constraint.sdc
current_design updown

set clk_period 1.2
set clk_io_pct 0.2

create_clock -name clk0 -period $clk_period [get_ports {clk}]

set non_clock_inputs [all_inputs -no_clocks]
set_input_delay [expr $clk_period * $clk_io_pct] -clock clk0 $non_clock_inputs
set_output_delay [expr $clk_period * $clk_io_pct] -clock clk0 [all_outputs]
File: flow/design.v
module updown(clk,rst,cnt);
  input clk,rst;
  output [2:0] cnt;
  wire s1,s2,s3,s4,s5,s6,s7;
  reg state;
  wire [2:0] b1,b2,b3,b4,b5;
  reg [2:0] cnt;
  parameter UP=0, DOWN=1;
  assign s1 = (cnt==6);
  assign s3 = s1 ? DOWN : UP;
  assign s2 = (cnt==1);
  assign s4 = s2 ? UP : DOWN;
  assign s5 = state ? s4 : s3;
  always @ (posedge clk or posedge rst)
    begin
      if(rst)
        state <= UP;
      else
        state <= s5;
    end
  assign b1 = cnt + 1;
  assign b2 = cnt - 1;
  assign b3 = state ? b2 : b1;
  assign s6 = (cnt==0);
  assign s7 = (cnt==7);
  assign b4 = s6 ? 1 : b3;
  assign b5 = s7 ? 6 : b4;
  always @ (posedge clk or posedge rst)
    begin
      if(rst)
        cnt <= 0;
      else
        cnt <= b5;
    end
endmodule 
File: flow/run.sh
#!/bin/bash
# OpenROAD 26Q1-2900-gdf79404cd8, Yosys 0.63+post, stock flow scripts
make -C /OpenROAD-flow-scripts/flow DESIGN_CONFIG=/design/flow/config.mk WORK_HOME=/design/flow/orfs finish
==> results.yml <==
# implementation run metrics
run_status:
  status: "finished with violations"
  failed_checks: "negative setup slack"
placement:
  hpwlAfterDp_um: 427
  place_congestion: 0.781
  numPortBuffers: 4
clock_tree:
  cts_buffer_depth: 2
  h-tree-depth: 1
  cts_made_buffers: 3
  cts.sinks: 4
  clk_pin_slew_ns: 0.04
  insertion_delay_ns: 0.23
  cts_tree: "yes"
  clockRootBuffer: "clkbuf_4"
  hold_buffers: 0
detailed_routing:
  final_antenna_net_count: 0
  routed_wl_um: 558
  drt-initial-drc-count: 1
  vias: 214
  post-route-drc-count: 0
  routedWlPerCell_um: 6.49
  via_per_inst: 2.49
  first_pass_iters: 2
  diodes: 0
synth:
  yosysTopAreaCell: "dfrtp_1"
  ys_seq_share: 0.385
  numSynthFlops: 4
  ys_warn_count: 1
  yosys-stat-cells: 25
  netlist.area_leader.share: 0.385
  synth_cell_type_count: 12
  yosys_area_sq_um: 260
  syn_area_per_cell_sq_um: 10.4
  syn_area_sq_um: 260
  top_cells_by_area: "dfrtp_1, ha_1, a21o_1"
  synth_cells: 25
power:
  finalPower_mw: 0.301
  leakagePower_nw: 0.211
  vdd_drop_max_mv: 0.425
  power.density_nw_per_um2: 641
floorplanning:
  core-area_sq_um: 3420
  die_x_um: 80
  die-area_sq_um: 6400
  initial_core_util: 0.0762
  dieHeight_um: 80
  ios: 5
  num_rows: 21
worst_setup_path:
  worst_ep_required_time_ns: 0.96
  crit_chain: "buf_4 > buf_6 > dlygate4sd2_1"
  crit_path_top_delay_cell: "dfrtp_1"
  arrival_ns: 1.08
  worst_setup_path_end_kind: "output port"
  critPathMaxFanout: 2
  critical_path_class: "reg2out"
  cp-start-kind: "register"
  cp_slowest_stage_delay_ns: 0.38
cells_and_area:
  fill_cells: 397
  layout_top_cell: "buf_4"
  final_util: 0.138
  drive_gt1_frac: 0.350
  syn_to_final_growth_pct: 80.8
  lay_top_cells: "buf_4, inv_1, ha_1"
job:
  maxCapViolations: 0
  tool_warnings: 31
sta:
  finalMaxSlewViolations: 0
  hold_slack_ns: 0.191
  fin_skew_ns: 0.00366
  finalHoldViolations: 0
  rsz0062_at_grt: "true"
  slew_headroom: 0.861
  setup_violations: 3
  worst_pin_slew_ns: 0.209
  layout_setup_ws_ns: -0.115
  finalClockPeriodUsage: 1.10
  finalCriticalPeriod_ns: 1.32
  fmax_mhz: 760
hold_path:
  hold_path.class: "in2async"
global_routing:
  grt_pass1_wl_um: 1040
  grt_pass1_vias: 252
  grtUsageTotal: 0.0197
  antenna_found_initial: 0
  grt_start_max_net_pins: 7
  grt_overflow_total: 0
-- report_power, final --
part | internal, mW | switching (mW) | total, mW
Combinational | 0.00304 | 0.00275 | 0.00578
Sequential | 0.136 | 0 | 0.136
Clock | 0.111 | 0.0485 | 0.160
Total | 0.250 | 0.0513 | 0.301
-- cell type report --
type / instances / area, sq um / share of cell area
Multi-Input combinational cell: 17 / 170 / 0.362
Inverter: 4 / 15.0 / 0.0319
Tap cell: 46 / 57.6 / 0.122
Sequential cell: 4 / 101 / 0.215
Timing Repair Buffer: 12 / 104 / 0.221
Clock buffer: 3 / 22.5 / 0.0479
-- metrics by stage --
step	setup WS, ns	setup TNS (ns)	area, sq um	cells
after floorplan	0.00303	0	263	25
after global placement	-0.0540	-0.0635	405	81
after detailed placement	-0.0519	-0.0840	405	81
after CTS	-0.146	-0.347	443	86
after global routing	-0.178	-0.534	470	86
final	-0.115	-0.312	470	86
-- cells in the mapped netlist --
cell	count
nand2b_1	1
nor2_1	1
ha_1	6
a21oi_1	1
and2b_1	1
a21o_1	2
o21ai_1	2
a31oi_1	1
inv_1	4
xor2_1	1
o21bai_1	1
dfrtp_1	4
-- routing by layer --
metal  up-vias  GRT usage  part of all wire
li1        115          -                 -
met1        95     0.0234              0.52
met2         2     0.0297              0.43
met3         2    0.00909             0.029
met4         0    0.00880             0.018
met5         -          0                 0
-- cell families (layout without fill, tap and decap cells) --
| logic type | after synthesis | count (layout) | share of synthesized area |
|---|---|---|---|
| AND-OR/OR-AND | 7 | 7 | 0.168 |
| adder cells (fa/ha/maj) | 6 | 6 | 0.288 |
| flip-flops | 4 | 4 | 0.385 |
| buffers and inverters | 4 | 19 | 0.0577 |
| AND/OR/NAND/NOR | 3 | 3 | 0.0673 |
| XOR/XNOR | 1 | 1 | 0.0337 |
-- sequential cells by signal, summed over array words and instances, names as in the netlist --
name / count
cnt: 3
state: 1
-- worst max-delay path: cells and delay by family (launching register included) --
| family | cells | cell delay [ns] |
|---|---|---|
| buffers and inverters | 3 | 0.47 |
| DFF | 1 | 0.38 |
-- worst paths after layout --
| path | startpoint | endpoint | slack (ns) | cells after the start |
|---|---|---|---|---|
| max | cnt[1] | cnt[1] | -0.12 | 3 |
| min reg2reg | cnt[0] | cnt[0] | 0.61 | 2 |
| max reg2reg | cnt[1] | cnt[1] | -0.10 | 5 |
| min in group clk0 | cnt[0] | cnt[0] | 0.61 | 2 |
| min | rst | cnt[2] | 0.19 | 2 |
| max in group asynchronous | rst | cnt[0] | 0.85 | 2 |
-- repair_timing --
item | CTS | global route
setup endpoints to repair | 5 | 4
pin swaps | 0 | 3
resized | 4 | 4
setup buffers | 2 | 0
No activity file was given, so power comes from the tool's default toggle rates.
