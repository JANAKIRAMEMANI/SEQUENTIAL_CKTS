`design/flow/config.mk`:
```
export PLATFORM = sky130hd
export DESIGN_NAME = repeat5
export DESIGN_NICKNAME = repeat5
export VERILOG_FILES = /design/flow/design.v
export SDC_FILE = /design/flow/constraint.sdc
export NUM_CORES = 4
export LEC_CHECK = 1
export CORE_AREA = 10 10 70 70
export DIE_AREA = 0 0 80 80
```
`design/flow/constraint.sdc`:
```
current_design repeat5

set clk_period 1.9
set clk_io_pct 0.2

create_clock -name clk0 -period $clk_period [get_ports {clk}]

set non_clock_inputs [all_inputs -no_clocks]
set_input_delay [expr $clk_period * $clk_io_pct] -clock clk0 $non_clock_inputs
set_output_delay [expr $clk_period * $clk_io_pct] -clock clk0 [all_outputs]
```
`design/flow/design.v`:
```
module repeat5(clk,rst,cnt);
  input clk,rst;
  output [1:0] cnt;
  reg [1:0] cnt;
  wire [2:0] b1,b2;
  wire [1:0] b3,b4,b5;
  wire s1,s2;
  reg [2:0] mod5;
  assign b1 = mod5 + 1;
  assign s1 = (mod5==4);
  assign b2 = s1 ? 0 : b1;
  always @ (posedge clk or posedge rst)
    begin
      if (rst)
        mod5 <= 0;
      else 
        mod5 <= b2;
    end
  assign b5 = cnt + 1;
  assign s2 = cnt == 2;
  assign b3 = s2 ? 0 : b5;
  assign b4 = s1 ? b3 : cnt;	 
  always @ (posedge clk or posedge rst)
    begin
      if (rst)
        cnt <= 0;
      else 
        cnt <= b4;
    end
endmodule 
```
`design/flow/run.sh`:
```
#!/bin/bash
# OpenROAD 26Q1-2900-gdf79404cd8, Yosys 0.63+post, stock flow scripts
make -C /OpenROAD-flow-scripts/flow DESIGN_CONFIG=/design/flow/config.mk WORK_HOME=/design/flow/orfs finish
```
==> reports/qor_table.md <==
| Parameter | Reported | Unit |
|:---|:---|:---|
| Pin count of the biggest net entering global routing | 6 | - |
| Maximum vdd ir drop | 0.0781 | mV |
| Buffers and inverters on the worst path | 1 | - |
| Crit end category | output port | - |
| Post-synthesis to final-layout area growth | 48.7 | % |
| Final worst setup slack | 0.421 | ns |
| Area fraction in compound gates after synthesis | 2.14 | % |
| Post-layout instance count excluding filler cells | 72 | - |
| Kind of critical path | reg -> out | - |
| Tally of max-capacitance violations | 0 | - |
| Number of buffers inserted for hold repair after clock tree synthesis | 0 | - |
| CP delay by family, top | buffers and inverters | - |
| Weighted congestion at the end of routability-driven global placement | 0.675 | - |
| Unrepaired setup endpoints after global routing | no | - |
| Number of buffers inserted by post-CTS setup repair | 0 | - |
| Effective utilization at floorplan | 6.85 | % |
| Worst EP required | 1.52 | ns |
| Antenna violations before repair | 0 | - |
| Detailed-route via count | 160 | - |
| Yosys simple share | 11.2 | % |
| Top logic family | multiplexers | - |
| Setup Skew | 0.00174 | ns |
| Power Dens Cells | 672 | nW/um^2 |
| Port buffer count | 3 | - |
| Cell area after layout | 348 | sq um |
| Reg clk slew, reported paths | 0.04 | ns |
| Post-Syn Area | 234 | sq um |
| Highest-count cells in the layout ignoring fill and taps | 5 x dfrtp_1, 3 x inv_1, 3 x clkbuf_4, 3 x clkdlybuf4s50_1 | - |
| Via count of the first global-routing pass | 175 | - |
| Met1 Usage GRT | 1.14 | % |
| Number of cells produced by synthesis | 19 | - |
| TritonCTS buffer count | 3 | - |
| Root Buffer Master | clkbuf_4 | - |
| Average routed wire per standard cell | 5.38 | um |
| Fraction of the mapped netlist area in adder cells | 10.7 | % |
| Final setup fails | 0 | - |
| All-layer global routing usage | 1.25 | % |
| Pre-CTS WS | 0.670 | ns |
| List of cells traversed by the critical path | clkdlybuf4s50_1 | - |
| Power, Total | 234 | uW |
| Critical register-to-register path startpoint | mod5[0] | - |
| Slack of the worst reg-to-reg path | 0.73 | ns |
| Register bit total from synthesis | 5 | - |
| Count of fill cells added during filler insertion | 400 | - |
| TritonCTS clock tree | built | - |
| Crit path largest cell delay | 0.48 | ns |
| GR Util met3 | 0.682 | % |
| Launching element type of the critical path | flip-flop | - |
| Hold violation total from the final report | 0 | - |
| Number of logged tool warnings | 26 | - |
| Most utilized layer in the global route result | met2 | - |
| Maximum achievable frequency | 0.676 | GHz |
| Number of inserted diodes | 0 | - |
| Drt first pass iters | 1 | - |
| Share of the yosys chip area belonging to registers | 53.5 | % |
| Instance area at placement | 322 | sq um |
| Minimum hold slack | 0.337 | ns |
| Clk ins delay skew pair | 0.24 | ns |
| Reg-to-Reg End | cnt[1] | - |
| Top logic cell by instance count in the layout | dfrtp_1 | - |
| Row cnt | 21 | - |
| Number of standard cells reported by yosys | 19 | - |
| Worst min-delay path category | in -> async | - |
| Worst-case reg-to-reg path depth | 4 | - |
| Slowest stage cell on the critical path | clkdlybuf4s50_1 | - |
| Initial drt markers | 0 | - |
| Die Y-Extent | 80 | um |
| Chip area from the yosys synthesis statistics | 234 | sq um |
| Number of H-tree branching levels | 1 | - |
| Worst-Margin Slew | 0.181 | ns |
| Total Routed Length | 387 | um |
| Chip Area | 6400 | sq um |
| Sum of negative setup slack | 0 | ns |
| MUX area fraction | 17.6 | % |
| Run status | complete, no violations | - |
| Post-route DRC violation count | 0 | - |
| Leak | 0.168 | nW |
| Post-Synth XOR/XNOR Area | 0 | % |
| Die boundary width | 80 | um |
| Number of vias per cell after detailed routing | 2.22 | - |
| Met2 track utilization from global routing | 2.01 | % |
| Maximum fanout along the worst path | 4 | - |
| Arrival time worst endpoint | 1.10 | ns |
| Post-synth cell types | 10 | - |
| Cycle use final | 77.9 | % |
| Count of synthesis-stage warnings from yosys | 1 | - |
| Post-route minimum period | 1.48 | ns |
| Mapped Avg Cell Area | 12.3 | sq um |
| Clk buf depth | 2 | - |
| Layout cells sized above 1 | 26.9 | % |
| Placed wire-length estimate after detailed placement | 302 | um |
| CTS sink count | 5 | - |
| Worst relative slew slack | 87.9 | % |
| Core Box Area | 3420 | sq um |
| Final Max-Slew Violation Tally | 0 | - |
| Global-route wire length before repair | 669 | um |
| Count of instances resized after the clock tree is built | 0 | - |
| Number of instances in the placed design | 68 | - |
| Final ANT Viol Nets | 0 | - |
| Top-Level Pins | 4 | - |
| Final core occ | 10.2 | % |
| Remaining global-route overflow | 0 | - |
## per-layer routing
| layer | vias to the layer above | wire length [um] | share of wire (%) |
|---|---|---|---|
| li1 | 77 | - | - |
| met1 | 73 | 148 | 38 |
| met5 | - | 0 | 0 |
| met4 | 0 | 33 | 8.5 |
| met3 | 4 | 16 | 4.1 |
| met2 | 6 | 189 | 49 |
## layout make-up
cell class              instances  area, sq um  share of cell area, %
clock buffers                   4         26.3                   7.55
flip-flops and latches          5          125                   36.0
well taps                      46         57.6                   16.5
inverters                       3         11.3                   3.24
multi-input cells              11         97.6                   28.1
repair buffers                  3         30.0                   8.63
## sequential cells by signal (all words and copies together), names as in the netlist
signal  flops
mod5        3
cnt         2
## cell usage after synthesis
| cell type | number | area (sq um) |
|---|---|---|
| inv_1 | 3 | 11.3 |
| a21oi_1 | 1 | 5.00 |
| nand2_2 | 1 | 6.26 |
| ha_1 | 2 | 25.0 |
| dfrtp_1 | 5 | 125 |
| nor2_1 | 2 | 7.51 |
| and2_1 | 1 | 6.26 |
| mux2_2 | 1 | 11.3 |
| mux2_4 | 2 | 30.0 |
| nor2b_1 | 1 | 6.26 |
## worst max path at each step
| stage | end | startpoint | depth (start not counted) |
|---|---|---|---|
| 4_1_cts | cnt[1] | cnt[1] | 1 |
| 5_1_grt | cnt[1] | cnt[1] | 1 |
| 6_report | cnt[1] | cnt[1] | 1 |
## where the power goes
group	total (mW)	leakage (nW)	switching [mW]	internal, mW
sequential	0.107	0.0611	0	0.107
combinational	0.00403	0.0920	0.00210	0.00193
clock	0.123	0.0150	0.0433	0.0794
total	0.234	0.168	0.0454	0.188
## cells by family after synthesis
logic type,after synthesis
simple gates,5
flops,5
buf+inv,3
mux,3
fa+ha+maj,2
compound gates,1
Power is estimated from default activity; no workload was simulated.
